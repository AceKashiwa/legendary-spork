==> ./design.v <==
`timescale 1ns / 1ps
module music_score_ROM #(
    parameter ROM_WIDTH = 12,       
    parameter ROM_DEPTH = 135,      
    parameter ADDR_WIDTH = 8
)(
    input [ADDR_WIDTH-1:0] addr,
    output reg [ROM_WIDTH-1:0] data
);
    reg [ROM_WIDTH-1:0] Mem[ROM_DEPTH-1:0];
    initial begin
        Mem[  0] = {4'h0, 4'h0, 4'h3};
        Mem[  1] = {4'h0, 4'h0, 4'h3};
        Mem[  2] = {4'h0, 4'h0, 4'h3};
        Mem[  3] = {4'h0, 4'h0, 4'h3};
        Mem[  4] = {4'h0, 4'h0, 4'h5};
        Mem[  5] = {4'h0, 4'h0, 4'h5};
        Mem[  6] = {4'h0, 4'h0, 4'h5};
        Mem[  7] = {4'h0, 4'h0, 4'h6};
        Mem[  8] = {4'h0, 4'h1, 4'h0};
        Mem[  9] = {4'h0, 4'h1, 4'h0};
        Mem[ 10] = {4'h0, 4'h1, 4'h0};
        Mem[ 11] = {4'h0, 4'h2, 4'h0};
        Mem[ 12] = {4'h0, 4'h0, 4'h6};
        Mem[ 13] = {4'h0, 4'h1, 4'h0};
        Mem[ 14] = {4'h0, 4'h0, 4'h5};
        Mem[ 15] = {4'h0, 4'h0, 4'h5};
        Mem[ 16] = {4'h0, 4'h5, 4'h0};
        Mem[ 17] = {4'h0, 4'h5, 4'h0};
        Mem[ 18] = {4'h0, 4'h5, 4'h0};
        Mem[ 19] = {4'h1, 4'h0, 4'h0};
        Mem[ 20] = {4'h0, 4'h6, 4'h0};
        Mem[ 21] = {4'h0, 4'h5, 4'h0};
        Mem[ 22] = {4'h0, 4'h3, 4'h0};
        Mem[ 23] = {4'h0, 4'h5, 4'h0};
        Mem[ 24] = {4'h0, 4'h2, 4'h0};
        Mem[ 25] = {4'h0, 4'h2, 4'h0};
        Mem[ 26] = {4'h0, 4'h2, 4'h0};
        Mem[ 27] = {4'h0, 4'h2, 4'h0};
        Mem[ 28] = {4'h0, 4'h2, 4'h0};
        Mem[ 29] = {4'h0, 4'h2, 4'h0};
        Mem[ 30] = {4'h0, 4'h0, 4'h0};
        Mem[ 31] = {4'h0, 4'h0, 4'h0};
        Mem[ 32] = {4'h0, 4'h2, 4'h0};
        Mem[ 33] = {4'h0, 4'h2, 4'h0};
        Mem[ 34] = {4'h0, 4'h2, 4'h0};
        Mem[ 35] = {4'h0, 4'h3, 4'h0};
        Mem[ 36] = {4'h0, 4'h0, 4'h7};
        Mem[ 37] = {4'h0, 4'h0, 4'h7};
        Mem[ 38] = {4'h0, 4'h0, 4'h6};
        Mem[ 39] = {4'h0, 4'h0, 4'h6};
        Mem[ 40] = {4'h0, 4'h0, 4'h5};
        Mem[ 41] = {4'h0, 4'h0, 4'h5};
        Mem[ 42] = {4'h0, 4'h0, 4'h5};
        Mem[ 43] = {4'h0, 4'h0, 4'h6};
        Mem[ 44] = {4'h0, 4'h1, 4'h0};
        Mem[ 45] = {4'h0, 4'h1, 4'h0};
        Mem[ 46] = {4'h0, 4'h2, 4'h0};
        Mem[ 47] = {4'h0, 4'h2, 4'h0};
        Mem[ 48] = {4'h0, 4'h0, 4'h3};
        Mem[ 49] = {4'h0, 4'h0, 4'h3};
        Mem[ 50] = {4'h0, 4'h1, 4'h0};
        Mem[ 51] = {4'h0, 4'h1, 4'h0};
        Mem[ 52] = {4'h0, 4'h0, 4'h6};
        Mem[ 53] = {4'h0, 4'h0, 4'h5};
        Mem[ 54] = {4'h0, 4'h0, 4'h6};
        Mem[ 55] = {4'h0, 4'h1, 4'h0};
        Mem[ 56] = {4'h0, 4'h0, 4'h5};
        Mem[ 57] = {4'h0, 4'h0, 4'h5};
        Mem[ 58] = {4'h0, 4'h0, 4'h5};
        Mem[ 59] = {4'h0, 4'h0, 4'h5};
        Mem[ 60] = {4'h0, 4'h0, 4'h5};
        Mem[ 61] = {4'h0, 4'h0, 4'h5};
        Mem[ 62] = {4'h0, 4'h0, 4'h5};
        Mem[ 63] = {4'h0, 4'h0, 4'h5};
        Mem[ 64] = {4'h0, 4'h3, 4'h0};
        Mem[ 65] = {4'h0, 4'h3, 4'h0};
        Mem[ 66] = {4'h0, 4'h3, 4'h0};
        Mem[ 67] = {4'h0, 4'h5, 4'h0};
        Mem[ 68] = {4'h0, 4'h0, 4'h7};
        Mem[ 69] = {4'h0, 4'h0, 4'h7};
        Mem[ 70] = {4'h0, 4'h2, 4'h0};
        Mem[ 71] = {4'h0, 4'h2, 4'h0};
        Mem[ 72] = {4'h0, 4'h0, 4'h6};
        Mem[ 73] = {4'h0, 4'h1, 4'h0};
        Mem[ 74] = {4'h0, 4'h0, 4'h5};
        Mem[ 75] = {4'h0, 4'h0, 4'h5};
        Mem[ 76] = {4'h0, 4'h0, 4'h5};
        Mem[ 77] = {4'h0, 4'h0, 4'h5};
        Mem[ 78] = {4'h0, 4'h0, 4'h0};
        Mem[ 79] = {4'h0, 4'h0, 4'h0};
        Mem[ 80] = {4'h0, 4'h0, 4'h3};
        Mem[ 81] = {4'h0, 4'h0, 4'h5};
        Mem[ 82] = {4'h0, 4'h0, 4'h5};
        Mem[ 83] = {4'h0, 4'h0, 4'h3};
        Mem[ 84] = {4'h0, 4'h0, 4'h5};
        Mem[ 85] = {4'h0, 4'h0, 4'h6};
        Mem[ 86] = {4'h0, 4'h0, 4'h7};
        Mem[ 87] = {4'h0, 4'h2, 4'h0};
        Mem[ 88] = {4'h0, 4'h0, 4'h6};
        Mem[ 89] = {4'h0, 4'h0, 4'h6};
        Mem[ 90] = {4'h0, 4'h0, 4'h6};
        Mem[ 91] = {4'h0, 4'h0, 4'h6};
        Mem[ 92] = {4'h0, 4'h0, 4'h6};
        Mem[ 93] = {4'h0, 4'h0, 4'h6};
        Mem[ 94] = {4'h0, 4'h0, 4'h5};
        Mem[ 95] = {4'h0, 4'h0, 4'h6};
        Mem[ 96] = {4'h0, 4'h1, 4'h0};
        Mem[ 97] = {4'h0, 4'h1, 4'h0};
        Mem[ 98] = {4'h0, 4'h1, 4'h0};
        Mem[ 99] = {4'h0, 4'h2, 4'h0};
        Mem[100] = {4'h0, 4'h5, 4'h0};
        Mem[101] = {4'h0, 4'h5, 4'h0};
        Mem[102] = {4'h0, 4'h3, 4'h0};
        Mem[103] = {4'h0, 4'h3, 4'h0};
        Mem[104] = {4'h0, 4'h2, 4'h0};
        Mem[105] = {4'h0, 4'h2, 4'h0};
        Mem[106] = {4'h0, 4'h3, 4'h0};
        Mem[107] = {4'h0, 4'h2, 4'h0};
        Mem[108] = {4'h0, 4'h1, 4'h0};
        Mem[109] = {4'h0, 4'h1, 4'h0};
        Mem[110] = {4'h0, 4'h0, 4'h6};
        Mem[111] = {4'h0, 4'h0, 4'h5};
        Mem[112] = {4'h0, 4'h0, 4'h3};
        Mem[113] = {4'h0, 4'h0, 4'h3};
        Mem[114] = {4'h0, 4'h0, 4'h3};
        Mem[115] = {4'h0, 4'h0, 4'h3};
        Mem[116] = {4'h0, 4'h1, 4'h0};
        Mem[117] = {4'h0, 4'h1, 4'h0};
        Mem[118] = {4'h0, 4'h1, 4'h0};
        Mem[119] = {4'h0, 4'h1, 4'h0};
        Mem[120] = {4'h0, 4'h0, 4'h6};
        Mem[121] = {4'h0, 4'h1, 4'h0};
        Mem[122] = {4'h0, 4'h0, 4'h6};
        Mem[123] = {4'h0, 4'h0, 4'h5};
        Mem[124] = {4'h0, 4'h0, 4'h3};
        Mem[125] = {4'h0, 4'h0, 4'h5};
        Mem[126] = {4'h0, 4'h0, 4'h6};
        Mem[127] = {4'h0, 4'h1, 4'h0};
        Mem[128] = {4'h0, 4'h0, 4'h5};
        Mem[129] = {4'h0, 4'h0, 4'h5};
        Mem[130] = {4'h0, 4'h0, 4'h5};
        Mem[131] = {4'h0, 4'h0, 4'h5};
        Mem[132] = {4'h0, 4'h0, 4'h5};
        Mem[133] = {4'h0, 4'h0, 4'h0};
        Mem[134] = {4'h0, 4'h0, 4'h0};
    end
    always @(*) begin
        data = Mem[addr];
    end
endmodule
==> ./run.sh <==
#!/bin/bash
# OpenROAD 26Q1-2900-gdf79404cd8, Yosys 0.63+post, stock flow scripts
make -C /OpenROAD-flow-scripts/flow DESIGN_CONFIG=/design/flow/config.mk WORK_HOME=/design/flow/orfs finish
==> ./config.mk <==
export PLATFORM = sky130hd
export DESIGN_NAME = music_score_ROM
export DESIGN_NICKNAME = music_score_ROM
export VERILOG_FILES = /design/flow/design.v
export SDC_FILE = /design/flow/constraint.sdc
export NUM_CORES = 4
export LEC_CHECK = 1
export CORE_AREA = 10 10 78 78
export DIE_AREA = 0 0 88 88
==> ./constraint.sdc <==
current_design music_score_ROM

set clk_period 2.1
set clk_io_pct 0.2

create_clock -name clk0 -period $clk_period

set non_clock_inputs [all_inputs -no_clocks]
set_input_delay [expr $clk_period * $clk_io_pct] -clock clk0 $non_clock_inputs
set_output_delay [expr $clk_period * $clk_io_pct] -clock clk0 [all_outputs]
==> GITHUB_STEP_SUMMARY <==
## Synthesis and layout report

| Metric | Value |
|---|---|
| Status | finished with violations |
| Violated checks | negative setup slack |
| CP Buf/Inv Count | 4 |
| Worst Path Class, Setup | in2out |
| Worst VDD drop | 0.000112 V |
| Yosys chip area | 1120 um^2 |
| Tcrit/Tclk final | 1.03 |
| CTS Hold Bufs | 0 |
| Vias in the first global route | 1395 |
| Achievable Freq | 0.461 GHz |
| Yosys warnings | 1 |
| Post-synth seq share | 0 |
| Worst path slowest cell | nor2b_1 |
| Placed inst area | 1540 um^2 |
| Synth top cell by count | nor2_1 |
| Synth cell count leaders | nor2_1, ha_1, nand2_1, nand2b_1 |
| Final critical-path required period | 2.17 ns |
| Largest net degree at the start of global routing | 17 |
| Top delay family on crit path | buffers and inverters |
| Worst path arrival time | 1.75 ns |
| Total Routing Usage GR | 0.118 |
| Vias per Instance | 5.62 |
| Die area | 7740 um^2 |
| Share of cells above drive strength 1 | 0.593 |
| Grt total ovfl | 0 |
| GPL Wtd Cong | 0.962 |
| Remaining antenna violation count | 0 |
| First-pass DRT Iterations | 4 |
| Post-Synthesis Cells | 157 |
| Initial antenna violation count | 0 |
| Num sequential | 0 |
| LEAKAGE | 0.894 nW |
| Critical path startpoint category | input port |
| CP cell instances | buf_12 -> buf_8 -> buf_4 -> ha_4 -> nor2b_1 -> nor3_1 -> o2bb2ai_1 -> o221ai_2 -> buf_2 |
| Tool warning count | 43 |
| Placement Rows | 24 |
| Worst hold slack | 1.47 ns |
| Die outline width | 88 um |
| # DRC | 0 |
| Final setup viols | 3 |
| Critical Path Fanout Max | 5 |
| Die height | 88 um |
| Area Growth Syn to Fin | 89.7% |
| Reg area | 0 um^2 |
| Buffers added on ports | 15 |
| PD cells | 205 nW/um^2 |
| Max Slew Vio Count | 0 |
| Cell count after placement | 252 |
| RSZ-0062 raised after global routing | true |
| Final Cell Area | 2120 um^2 |
| Initial Util | 0.253 |
| Vias after detailed routing | 1533 |
| # Cells Yosys | 157 |
| Slowest Stage Delay on Critical Path | 0.21 ns |
| Worst Path Required | 1.68 ns |
| # fillers | 346 |
| Endpoint class of the critical path | output port |
| HPWL after detailed placement | 2850 um |
| DR iter-0 viols | 160 |
| Share of the synthesized area in the top cell type | 0.123 |
| Post-route setup slack | -0.0713 ns |
| Crit path depth | 9 |
| WL per Instance | 18.9 um |
| Pre-CTS WS | -0.968 ns |
| Synth cell types | 57 |
| Top cells by area | ha_1, buf_4, nand2b_1 |
| I/O pin count | 20 |
| Non-filler cells, final | 273 |
| Number of failing hold endpoints at the final stage | 0 |
| Multi-input gate area | 1240 um^2 |
| Power, Total | 0.435 mW |
| Leading area contributor after synthesis | ha_1 |
| Synthesized area | 1120 um^2 |
| Hold Path Depth | 4 |
| Hold crit path type | in2out |
| Final WL | 5150 um |
| First-pass GRT wire length | 7560 um |
| Core area | 4410 um^2 |
| Ant. Diodes | 0 |
| Mean post-synth cell area | 7.11 um^2 |
| Clock Buffer Count | 0 |
| Max-cap viol count | 0 |
-- path summary, 6_finish.rpt --
path                    start  slack (ns)  endpoint
worst min-delay path  addr[7]        1.47   data[5]
worst max-delay path  addr[1]       -0.07   data[0]
-- where the power goes --
group	internal [mW]	switching, mW	leakage, nW
combinational	0.231	0.203	0.894
sequential	0	0	0
clock	0	0	0
total	0.231	0.203	0.894
-- layout make-up --
cell class / count / share of cell area
inverter: 6 / 0.0142
multi-input combinational: 135 / 0.587
tap: 52 / 0.0307
timing repair buffer: 80 / 0.368
-- layout by cell type, fill, tap and decap left out, types with 3 or more instances in the layout --
cell type / instances
a211oi_2: 3
o31a_1: 3
ha_2: 3
ha_4: 7
buf_2: 6
o21ai_1: 3
buf_6: 12
nor2b_1: 4
a21oi_2: 3
nand2_1: 10
nand2b_4: 4
buf_4: 48
nor4_2: 4
o21ai_0: 5
a21oi_1: 4
nor2_1: 12
o21ai_2: 3
nand3b_1: 3
nand2b_1: 6
buf_12: 4
mux2i_1: 3
dlygate4sd2_1: 3
conb_1: 5
or2_4: 3
buf_8: 3
-- metal layers --
| metal | vias up | wire length [um] | global-route usage |
|---|---|---|---|
| met5 | - | 0 | 0 |
| met4 | 0 | 38 | 0.0145 |
| met3 | 6 | 468 | 0.0150 |
| met2 | 76 | 2200 | 0.175 |
| met1 | 744 | 2440 | 0.181 |
| li1 | 707 | - | - |
-- logic make-up (layout without fill, tap and decap cells) --
group                      Yosys count  count (layout)  synth area share
and+or+nand+nor                     62              62             0.314
AOI/OAI and AO/OA                   53              53             0.353
buffers and inverters               26              86             0.169
adders and majority gates           11              11             0.123
muxes                                4               4            0.0370
other                                1               5           0.00336
-- per-stage QoR --
stage,TNS (ns),utilization
2_1_floorplan,0,-
3_3_place_gp,-5.98,0.348
3_5_place_dp,-6.26,0.348
4_1_cts,-0.0630,0.443
5_1_grt,-0.403,0.480
6_report,-0.138,0.480
-- what timing repair did --
action                     4_1_cts  5_1_grt
buffers inserted                13        7
resized                        111       32
setup endpoints to repair        7        6
gates cloned                     3        0
pin swaps                       20       19
Power and IR drop assume default switching activity.
