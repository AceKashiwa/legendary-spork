--- /design/flow/config.mk ---
export PLATFORM = sky130hd
export DESIGN_NAME = music_score_ROM_xxx
export DESIGN_NICKNAME = music_score_ROM_xxx
export VERILOG_FILES = /design/flow/design.v
export SDC_FILE = /design/flow/constraint.sdc
export NUM_CORES = 4
export LEC_CHECK = 1
export CORE_AREA = 10 10 70 70
export DIE_AREA = 0 0 80 80
--- /design/flow/constraint.sdc ---
current_design music_score_ROM_xxx

set clk_period 1.9
set clk_io_pct 0.2

create_clock -name clk0 -period $clk_period

set non_clock_inputs [all_inputs -no_clocks]
set_input_delay [expr $clk_period * $clk_io_pct] -clock clk0 $non_clock_inputs
set_output_delay [expr $clk_period * $clk_io_pct] -clock clk0 [all_outputs]
--- /design/flow/design.v ---
`timescale 1ns / 1ps
module music_score_ROM_xxx #(
    parameter ROM_WIDTH = 12,       
    parameter ROM_DEPTH = 128,      
    parameter ADDR_WIDTH = 7
)(
    input  [ADDR_WIDTH-1:0] addr,
    output [ROM_WIDTH-1:0]  data
);
    reg [ROM_WIDTH-1:0] Mem[0:ROM_DEPTH-1];
    initial begin
        Mem[  0] = {4'h0, 4'h0, 4'h1};
        Mem[  1] = {4'h0, 4'h0, 4'h1};
        Mem[  2] = {4'h0, 4'h0, 4'h1};
        Mem[  3] = {4'h0, 4'h0, 4'h0};  
        Mem[  4] = {4'h0, 4'h0, 4'h1};
        Mem[  5] = {4'h0, 4'h0, 4'h1};
        Mem[  6] = {4'h0, 4'h0, 4'h1};
        Mem[  7] = {4'h0, 4'h0, 4'h0};  
        Mem[  8] = {4'h0, 4'h0, 4'h5};
        Mem[  9] = {4'h0, 4'h0, 4'h5};
        Mem[ 10] = {4'h0, 4'h0, 4'h5};
        Mem[ 11] = {4'h0, 4'h0, 4'h0};  
        Mem[ 12] = {4'h0, 4'h0, 4'h5};
        Mem[ 13] = {4'h0, 4'h0, 4'h5};
        Mem[ 14] = {4'h0, 4'h0, 4'h5};
        Mem[ 15] = {4'h0, 4'h0, 4'h0};  
        Mem[ 16] = {4'h0, 4'h0, 4'h6};
        Mem[ 17] = {4'h0, 4'h0, 4'h6};
        Mem[ 18] = {4'h0, 4'h0, 4'h6};
        Mem[ 19] = {4'h0, 4'h0, 4'h0};  
        Mem[ 20] = {4'h0, 4'h0, 4'h6};
        Mem[ 21] = {4'h0, 4'h0, 4'h6};
        Mem[ 22] = {4'h0, 4'h0, 4'h6};
        Mem[ 23] = {4'h0, 4'h0, 4'h0};  
        Mem[ 24] = {4'h0, 4'h0, 4'h5};
        Mem[ 25] = {4'h0, 4'h0, 4'h5};
        Mem[ 26] = {4'h0, 4'h0, 4'h5};
        Mem[ 27] = {4'h0, 4'h0, 4'h5};
        Mem[ 28] = {4'h0, 4'h0, 4'h5};
        Mem[ 29] = {4'h0, 4'h0, 4'h5};
        Mem[ 30] = {4'h0, 4'h0, 4'h5};
        Mem[ 31] = {4'h0, 4'h0, 4'h0};  
        Mem[ 32] = {4'h0, 4'h0, 4'h4};
        Mem[ 33] = {4'h0, 4'h0, 4'h4};
        Mem[ 34] = {4'h0, 4'h0, 4'h4};
        Mem[ 35] = {4'h0, 4'h0, 4'h0};  
        Mem[ 36] = {4'h0, 4'h0, 4'h4};
        Mem[ 37] = {4'h0, 4'h0, 4'h4};
        Mem[ 38] = {4'h0, 4'h0, 4'h4};
        Mem[ 39] = {4'h0, 4'h0, 4'h0};  
        Mem[ 40] = {4'h0, 4'h0, 4'h3};
        Mem[ 41] = {4'h0, 4'h0, 4'h3};
        Mem[ 42] = {4'h0, 4'h0, 4'h3};
        Mem[ 43] = {4'h0, 4'h0, 4'h0};  
        Mem[ 44] = {4'h0, 4'h0, 4'h3};
        Mem[ 45] = {4'h0, 4'h0, 4'h3};
        Mem[ 46] = {4'h0, 4'h0, 4'h3};
        Mem[ 47] = {4'h0, 4'h0, 4'h0};  
        Mem[ 48] = {4'h0, 4'h0, 4'h2};
        Mem[ 49] = {4'h0, 4'h0, 4'h2};
        Mem[ 50] = {4'h0, 4'h0, 4'h2};
        Mem[ 51] = {4'h0, 4'h0, 4'h0};  
        Mem[ 52] = {4'h0, 4'h0, 4'h2};
        Mem[ 53] = {4'h0, 4'h0, 4'h2};
        Mem[ 54] = {4'h0, 4'h0, 4'h2};
        Mem[ 55] = {4'h0, 4'h0, 4'h0};  
        Mem[ 56] = {4'h0, 4'h0, 4'h1};
        Mem[ 57] = {4'h0, 4'h0, 4'h1};
        Mem[ 58] = {4'h0, 4'h0, 4'h1};
        Mem[ 59] = {4'h0, 4'h0, 4'h1};
        Mem[ 60] = {4'h0, 4'h0, 4'h1};
        Mem[ 61] = {4'h0, 4'h0, 4'h1};
        Mem[ 62] = {4'h0, 4'h0, 4'h1};
        Mem[ 63] = {4'h0, 4'h0, 4'h0};  
        Mem[ 64] = {4'h0, 4'h0, 4'h5};
        Mem[ 65] = {4'h0, 4'h0, 4'h5};
        Mem[ 66] = {4'h0, 4'h0, 4'h5};
        Mem[ 67] = {4'h0, 4'h0, 4'h0};  
        Mem[ 68] = {4'h0, 4'h0, 4'h5};
        Mem[ 69] = {4'h0, 4'h0, 4'h5};
        Mem[ 70] = {4'h0, 4'h0, 4'h5};
        Mem[ 71] = {4'h0, 4'h0, 4'h0};  
        Mem[ 72] = {4'h0, 4'h0, 4'h4};
        Mem[ 73] = {4'h0, 4'h0, 4'h4};
        Mem[ 74] = {4'h0, 4'h0, 4'h4};
        Mem[ 75] = {4'h0, 4'h0, 4'h0};  
        Mem[ 76] = {4'h0, 4'h0, 4'h4};
        Mem[ 77] = {4'h0, 4'h0, 4'h4};
        Mem[ 78] = {4'h0, 4'h0, 4'h4};
        Mem[ 79] = {4'h0, 4'h0, 4'h0};  
        Mem[ 80] = {4'h0, 4'h0, 4'h3};
        Mem[ 81] = {4'h0, 4'h0, 4'h3};
        Mem[ 82] = {4'h0, 4'h0, 4'h3};
        Mem[ 83] = {4'h0, 4'h0, 4'h0};  
        Mem[ 84] = {4'h0, 4'h0, 4'h3};
        Mem[ 85] = {4'h0, 4'h0, 4'h3};
        Mem[ 86] = {4'h0, 4'h0, 4'h3};
        Mem[ 87] = {4'h0, 4'h0, 4'h0};  
        Mem[ 88] = {4'h0, 4'h0, 4'h2};
        Mem[ 89] = {4'h0, 4'h0, 4'h2};
        Mem[ 90] = {4'h0, 4'h0, 4'h2};
        Mem[ 91] = {4'h0, 4'h0, 4'h2};
        Mem[ 92] = {4'h0, 4'h0, 4'h2};
        Mem[ 93] = {4'h0, 4'h0, 4'h2};
        Mem[ 94] = {4'h0, 4'h0, 4'h2};
        Mem[ 95] = {4'h0, 4'h0, 4'h0};  
        Mem[ 96] = {4'h0, 4'h0, 4'h5};
        Mem[ 97] = {4'h0, 4'h0, 4'h5};
        Mem[ 98] = {4'h0, 4'h0, 4'h5};
        Mem[ 99] = {4'h0, 4'h0, 4'h0};  
        Mem[100] = {4'h0, 4'h0, 4'h5};
        Mem[101] = {4'h0, 4'h0, 4'h5};
        Mem[102] = {4'h0, 4'h0, 4'h5};
        Mem[103] = {4'h0, 4'h0, 4'h0};  
        Mem[104] = {4'h0, 4'h0, 4'h4};
        Mem[105] = {4'h0, 4'h0, 4'h4};
        Mem[106] = {4'h0, 4'h0, 4'h4};
        Mem[107] = {4'h0, 4'h0, 4'h0};  
        Mem[108] = {4'h0, 4'h0, 4'h4};
        Mem[109] = {4'h0, 4'h0, 4'h4};
        Mem[110] = {4'h0, 4'h0, 4'h4};
        Mem[111] = {4'h0, 4'h0, 4'h0};  
        Mem[112] = {4'h0, 4'h0, 4'h3};
        Mem[113] = {4'h0, 4'h0, 4'h3};
        Mem[114] = {4'h0, 4'h0, 4'h3};
        Mem[115] = {4'h0, 4'h0, 4'h0};  
        Mem[116] = {4'h0, 4'h0, 4'h3};
        Mem[117] = {4'h0, 4'h0, 4'h3};
        Mem[118] = {4'h0, 4'h0, 4'h3};
        Mem[119] = {4'h0, 4'h0, 4'h0};  
        Mem[120] = {4'h0, 4'h0, 4'h2};
        Mem[121] = {4'h0, 4'h0, 4'h2};
        Mem[122] = {4'h0, 4'h0, 4'h2};
        Mem[123] = {4'h0, 4'h0, 4'h2};
        Mem[124] = {4'h0, 4'h0, 4'h2};
        Mem[125] = {4'h0, 4'h0, 4'h2};
        Mem[126] = {4'h0, 4'h0, 4'h2};
        Mem[127] = {4'h0, 4'h0, 4'h0};  
    end
    assign data = Mem[addr];
endmodule
--- /design/flow/run.sh ---
#!/bin/bash
# OpenROAD 26Q1-2900-gdf79404cd8, Yosys 0.63+post, stock flow scripts
make -C /OpenROAD-flow-scripts/flow DESIGN_CONFIG=/design/flow/config.mk WORK_HOME=/design/flow/orfs finish
==> flow_summary.toml <==
# synthesis and place-and-route metrics
[synth]
yosys_warnings = 1
ys_seq_share_pct = 0
syn_inst = 30
postSynthAreaPerCell_um2 = 6.30
ys_cells = 30
yosys_area_um2 = 189
synth_area_um2 = 189
yosysUniqueCellTypes = 16

[drt]
wl_met1_um = 313
post_drt_wl_per_cell_um = 6.70
antenna_cells = 0
top_layer = "met3"
vias = 211
wl_met3_um = 66
drcViolationCount = 0
dr_wl_met2_um = 196
wirelength_um = 576
viasPerCell = 2.45
drtPass1Iterations = 3
drt_iter0_drc = 6
antenna_left = 0

[run_status]
outcome = "finished, final reports clean"

[timing]
post-route-min-period_ns = 1.83
hold_viol_final = 0
final_max_slew_viol_count = 0
max_freq_mhz = 545
setup_viol = 0
finalClockPeriodUsage_pct = 96.5
grt_setup_unrepaired = "false"
hold_slack_ns = 1.38

[global_route]
grt_max_degree = 9
grt_pass1_wl_um = 931
track_usage_pct = 1.69
antenna_found_initial = 0
grt_pass1_vias = 221
grt_overflow = 0

[setup_path]
cp.arrival_ns = 1.45
crit_type = "input pin to output pin"
critPathMaxFanout = 2
endpoint_kind = "output pin"
critical_path.slowest_cell = "clkdlybuf4s50_1"
critPathBufInv = 2
worstPathCellList = "clkdlybuf4s50_1 -> and2b_1 -> o211ai_2 -> o21ai_2 -> clkdlybuf4s15_1"
crit_required_ns = 1.52
cpLargestDelayFamily = "buffers and inverters"
max_stage_delay_ns = 0.46
cp-start-kind = "input pin"

[job]
maxCapViolCount = 0
tool_warnings = 32

[power]
p_leak_nw = 0.137
powerDensity_nw_per_um2 = 144
ir_worst_vdd_mv = 0.0192

[placement]
place_area_um2 = 317
place_congestion = 0.747
io_buffers = 10

[die]
ios = 19
rows = 21
die-area_um2 = 6400
core_um2 = 3420
die_w_um = 80
fp_util_pct = 5.53
die_y_um = 80

[final_layout]
layout_top_cell = "conb_1"
ff_count = 0
final_layout_size_suffix_gt1_share_pct = 15.0
nClkBuffers = 0
syn2layout_area_growth_pct = 69.5
final_cell_mix = "conb_1 (9), dlygate4sd2_1 (8), nand3_1 (4), and2b_1 (2), o21ai_2 (2)"
stdcell_area_um2 = 320
flop_area_um2 = 0

[cts]
hold_buffers = 0

[worst_hold_path]
hold_path_class = "input pin to output pin"
-- report_power, final --
group          switching [mW]  internal [mW]  leakage [nW]
logic                  0.0207         0.0254         0.137
registers                   0              0             0
clock network               0              0             0
total                  0.0207         0.0254         0.137
-- routing by layer --
layer / up-vias / global-route usage, %
li1: 107 / -
met1: 90 / 2.50
met2: 14 / 2.49
met3: 0 / 0.455
met4: 0 / 0
met5: - / 0
-- timing repair --
action | in CTS | in global routing
endpoints found under the hold margin | 0 | 0
pin swaps | 5 | 1
setup buffers | 0 | 0
endpoints found under the setup margin | 3 | 2
gates resized | 12 | 2
-- cells in the mapped netlist (all sizes together) --
cell    instances  area (um2)
nor2            1        3.75
nand2           1        3.75
nand2b          1        6.26
conb            1        3.75
o211ai          1        12.5
o21ai           4        20.0
nand3b          1        7.51
nor2b           1        6.26
buf             9        67.6
and2b           2        15.0
a21oi           1        5.00
nor3b           1        7.51
nand3           4        20.0
nand4           1        6.26
inv             1        3.75
-- cells by family after synthesis --
logic type	Yosys count	synth area share, %
and+or+nand+nor	13	40.4
buffers and inverters	10	37.7
AOI/OAI and AO/OA	6	19.9
other	1	1.98
-- cell type report --
type	instances	area [um2]
multi-input combinational	28	161
timing repair buffer	11	97.6
inverter	1	3.75
tap	46	57.6
fill	412	3100
-- through the flow --
stage | total power, mW | util (%) | setup TNS (ns) | worst slack (ns) | instances
2_1_floorplan | 0.0278 | - | 0 | 0.776 | 38
3_3_place_gp | 0.0530 | 9.27 | -0.847 | -0.307 | 86
3_5_place_dp | 0.0520 | 9.27 | -0.756 | -0.280 | 86
4_1_cts | 0.0455 | 9.16 | 0 | 0.0321 | 86
5_1_grt | 0.0530 | 9.38 | 0 | 0.00120 | 86
6_report | 0.0461 | 9.38 | 0 | 0.0656 | 86
-- tightest hold or removal path: cells and delay by family --
| kind | cells | cell delay [ns] |
|---|---|---|
| AND-OR/OR-AND | 1 | 0.08 |
| buffers and inverters | 2 | 0.53 |
-- path summary, 6_finish.rpt --
path,from,endpoint,cells after the start
setup / recovery,addr[2],data[0],5
hold / removal,addr[3],data[0],3
No activity file was given, so power comes from the tool's default toggle rates.
